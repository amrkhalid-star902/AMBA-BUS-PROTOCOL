<file path="config.mk">
export PLATFORM = sky130hd
export DESIGN_NAME = APB_Slave
export DESIGN_NICKNAME = APB_Slave
export VERILOG_FILES = /design/flow/design.v
export SDC_FILE = /design/flow/constraint.sdc
export NUM_CORES = 4
export LEC_CHECK = 1
export CORE_UTILIZATION = 30
</file>
<file path="constraint.sdc">
current_design APB_Slave

set clk_period 6.2
set clk_io_pct 0.2

create_clock -name clk0 -period $clk_period [get_ports {PCLK}]

set non_clock_inputs [all_inputs -no_clocks]
set_input_delay [expr $clk_period * $clk_io_pct] -clock clk0 $non_clock_inputs
set_output_delay [expr $clk_period * $clk_io_pct] -clock clk0 [all_outputs]
</file>
<file path="design.v">
`timescale 1ns / 1ps
module APB_Slave(
    PCLK,
    PRESET,
    PSEL,
    PENABLE,
    PWRITE,
    PADDR,
    PWDATA,
    PRDATA,
    PREADY
);
    parameter ADDR_WIDTH = 8;
    parameter DATA_WIDTH = 8;
    parameter SLAVE_MEM_SIZE = 16;
    input PCLK , PRESET , PSEL;
    input PENABLE , PWRITE;
    input [ADDR_WIDTH-1 : 0]  PADDR;
    input [DATA_WIDTH-1 : 0]  PWDATA;
    output [DATA_WIDTH-1 : 0] PRDATA;
    output reg PREADY;
    reg [ADDR_WIDTH-1 : 0] addr;
    reg [DATA_WIDTH-1 : 0] Slave_Mem [SLAVE_MEM_SIZE-1 : 0];
    assign PRDATA = Slave_Mem[addr];
    always@(posedge PCLK)
    begin
        if(!PRESET)
        begin
            PREADY = 1'b0;
        end
        else if(PSEL && !PENABLE && !PWRITE) 
        begin
            PREADY = 1'b0;
        end
        else if(PSEL && PENABLE && !PWRITE) 
        begin
            PREADY = 1'b1;
            addr   = PADDR;
        end
        else if(PSEL && !PENABLE && PWRITE) 
        begin
            PREADY = 1'b0;
        end
        else if(PSEL && PENABLE && PWRITE) 
        begin
            PREADY = 1'b1;
            Slave_Mem[PADDR] = PWDATA;
        end
        else
        begin
            PREADY = 1'b0;
        end
    end
endmodule
</file>
<file path="run.sh">
#!/bin/bash
# OpenROAD 26Q1-2900-gdf79404cd8, Yosys 0.63+post, stock flow scripts
make -C /OpenROAD-flow-scripts/flow DESIGN_CONFIG=/design/flow/config.mk WORK_HOME=/design/flow/orfs finish
</file>
==> results_dict.tcl <==
# place-and-route summary
set metrics [dict create \
    status "finished clean" \
    synth.top_cells.by_count "edfxtp_1, mux4_2, a22oi_1" \
    antenna_found_initial 0 \
    io_pins 30 \
    grtUsageTotal_pct 12.4 \
    worstPathArrival_ns 3.00 \
    critPathLaunchType "register" \
    path_clk_slew_ns 0.06 \
    peakVddDrop_v 0.000193 \
    end_kind "primary output" \
    cts_tree "yes" \
    drc 0 \
    hp-class "register to register" \
    grt_pass1_vias 2661 \
    worstHoldStart "addr[0]" \
    critical_path_class "register to primary output" \
    path_buffers 2 \
    period_needed_ns 4.24 \
    root_buffer "clkbuf_16" \
    fillers 1493 \
    row_count 48 \
    yosysTopAreaCell "edfxtp_1" \
    post-route-period-util_pct 68.4 \
    area_delta_synth_final_pct 22.7 \
    syn_inst 238 \
    postRouteAntennaNets 0 \
    cts.sinks 137 \
    grt_max_degree 33 \
    synth_area_um2 5280 \
    reg2reg_from "addr[2]" \
    diodes 0 \
    ys_ff 137 \
    area_leaders "edfxtp_1, mux4_2, mux4_1" \
    cpMaxStageDelayCell "dfxtp_2" \
    path_delay_family "buffers and inverters" \
    core_util_floorplan_pct 30.6 \
    tightest_slew_ns 0.891 \
    warning_count 29 \
    dp_hpwl_mm 6.18 \
    port_buffers 25 \
    syn_avg_cell_area_um2 22.2 \
    cpPeakStageDelay_ns 0.71 \
    gp_congestion 0.770 \
    yosys.stat.seqShare_pct 77.0 \
    wl_mm 9.85 \
    critPathRequiredTime_ns 4.96 \
    vias 2470 \
    core_area_um2 17200 \
    hold_buffers 0 \
    finalSetupViolations 0 \
    combGateArea_um2 1130 \
    edf_count 132 \
    tns_ns 0 \
    regArea_um2 4070 \
    synth-async-reset-ratio_pct 0 \
    crit_fanout 17 \
    clk_latency_ns 0.41 \
    powerDensity_nw_per_um2 336 \
    cts_htree_levels 4 \
    yosysChipArea_um2 5280 \
    design_area_um2 6480 \
    numCtsBuffers 17 \
    hold_violations 0 \
    synth_warnings 1 \
    postCtsSetupBuffers 0 \
    dieArea_um2 18100 \
    dpl_cell_area_um2 5830 \
    crit_chain "buf_4 > mux4_1 > a22oi_1 > nand2_1 > clkdlybuf4s50_1" \
    drtPass1Iterations 4 \
    yosysCellCount 238 \
    viasPerCell 4.72 \
    top_area_share_pct 75.1 \
    finalMaxSlewViolations 0 \
    die_w_um 135 \
    wl_per_cell_um 18.8 \
    cts_resized 0 \
    cap_violations 0 \
    top_cell "edfxtp_1" \
    grt_pass1_wl_mm 15.2 \
    slew_headroom_pct 40.4 \
    drive_gt1_share_pct 23.2 \
    ys_types 24 \
    fin_worst_skew_ns 0.00205 \
    drt-initial-drc-count 181 \
    max_freq_mhz 236 \
    rsz0062_at_grt "no" \
    clock_path_buffers 2 \
    power.leakage_uw 0.00210 \
    grt_overflow 0 \
    fp.dieH_um 135 \
    ys.flop_type "edfxtp_1" \
]
cells by family (layout without fill, tap and decap cells):
kind of cell,count (synthesis),after routing,synth area share [%]
buf+inv,11,71,1.71
mux,36,36,15.5
flops,137,137,77.0
simple gates,38,38,3.55
compound gates,16,16,2.27
routing by layer:
metal  wire length, µm  up-vias  part of all wire, %  track usage, %
met2              4460      125                   45            18.3
met4               108        0                  1.1            1.56
li1                  -     1111                    -               -
met1              4070     1222                   41            17.2
met5                 0        -                    0               0
met3              1210       12                   12            7.59
worst paths after layout:
check	to	slack (ns)	cells after the start
worst max-delay path	PRDATA[1]	1.96	5
worst min-delay path	register	0.46	1
worst max register to register	register	5.46	1
worst min register to register	register	0.46	1
area by class of cell:
class                      instances  area share, %
clock buffer                      17           6.56
clock inverter                    14           3.46
sequential                       137           62.7
timing repair buffer              39           5.48
inverter                           1         0.0579
tap                              225           4.34
multi-input combinational         90           17.4
metrics by stage:
stage	std cells	total power, µW	hold WS [ns]	util [%]	worst slack (ns)
after detailed placement	492	1120	0.456	33.8	2.34
after CTS	523	2200	0.468	37.6	1.87
final	523	2180	0.463	37.6	1.96
after global placement	492	1120	0.456	33.8	2.37
after floorplan	238	1080	0.448	-	3.25
after global routing	523	2250	0.487	37.6	1.66
cells in the final DEF (no fill, tap or decap), types with 2 or more instances in the layout:
cell type        instances
nand2b_1                 2
bufinv_16                5
buf_4                   14
edfxtp_1               132
a22oi_1                 16
nand2_1                  9
nand3b_1                 2
mux4_1                  14
clkbuf_16               17
mux4_2                  18
clkinvlp_4               4
dfxtp_1                  4
nor3_1                   4
clkinv_4                 4
nor2_1                  13
clkdlybuf4s50_1         25
mux2_2                   4
state kept, by name (all words and copies together), names as in the netlist, named ones only:
register and flops:
Slave_Mem 128, addr 4, PREADY 1
power breakdown:
part | switching (µW) | total (µW) | internal [µW]
combinational | 37.9 | 76.6 | 38.7
clock | 364 | 1080 | 714
sequential | 4.26 | 1020 | 1020
Power is estimated from default activity; no workload was simulated.
